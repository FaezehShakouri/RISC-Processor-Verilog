`/design/flow/run.sh`:
```
#!/bin/bash
# OpenROAD 26Q1-2900-gdf79404cd8, Yosys 0.63+post, stock flow scripts
make -C /OpenROAD-flow-scripts/flow DESIGN_CONFIG=/design/flow/config.mk WORK_HOME=/design/flow/orfs finish
```
`/design/flow/config.mk`:
```
export PLATFORM = sky130hd
export DESIGN_NAME = Mux_2_To_1
export DESIGN_NICKNAME = Mux_2_To_1
export VERILOG_FILES = /design/flow/design.v
export SDC_FILE = /design/flow/constraint.sdc
export NUM_CORES = 4
export LEC_CHECK = 1
export CORE_AREA = 10 10 70 70
export DIE_AREA = 0 0 80 80
```
`/design/flow/constraint.sdc`:
```
current_design Mux_2_To_1

set clk_period 1.0
set clk_io_pct 0.2

create_clock -name clk0 -period $clk_period

set non_clock_inputs [all_inputs -no_clocks]
set_input_delay [expr $clk_period * $clk_io_pct] -clock clk0 $non_clock_inputs
set_output_delay [expr $clk_period * $clk_io_pct] -clock clk0 [all_outputs]
```
`/design/flow/design.v`:
```
`timescale 1ns / 1ps
module Mux_2_To_1(input1, input0, select, out);
	input  select;						 
	input	 [15:0] input1, input0;	 
	output [15:0] out;				 
	assign out = (select) ? input1 : input0;
endmodule
```
==> impl_metrics.toml <==
# physical design summary
[power_and_ir_drop]
ir_worst_vdd_mv = 0.151
power_density_mw_per_mm2 = 379
p_leak_nw = 0.417

[global_routing]
grt_pass1_wl_mm = 2.19
met1_usage_pct = 6.39
use_met3_pct = 3.30
grt_pass1_vias = 430
grt_overflow_total = 0
grt.busiest_layer = "met1"
track_usage_pct = 4.20
grt_use_met2_pct = 4.49
grt_max_degree = 9
antenna_found_initial = 0

[route]
drt_iter0_markers = 2
drtAntennaViolNets = 0
firstDrtPassIters = 2
via_per_inst = 3.18
wl_per_cell_um = 12.4
antenna_cells = 0
num_vias = 359
drcViolationCount = 0
wirelength_mm = 1.41

[logic_synthesis]
synth.top_cell.area_share_pct = 60.3
netlist-cell-type-count = 4
area_leaders = "mux2_4, mux2_2, buf_12"
synthCells = 18
synth_chip_area_um2 = 249
largest_area_cell = "mux2_4"
synth_area_um2 = 249
synth_warnings = 0
synth-seq-area-share_pct = 0
avgSynthCellArea_um2 = 13.8
ys_cells = 18

[sta]
timing.hold.ws_ns = 0.794
min_period_over_period_pct = 106
hold_viol_final = 0
slew_headroom_pct = 95.3
slew_violations = 0
rsz0062_at_grt = "yes"
fmax_mhz = 947
setup-tns-final_ns = -0.817
setup_ws_ns = -0.0564
period_minus_slack_ns = 1.06
worst_pin_slew_ns = 0.0710
finalSetupViolCount = 16

[layout]
fillers = 374
clkbuf_count = 0
n_sequential_cell = 0
drive_above_1_share_pct = 52.2
final_cells = 113
seqCellArea_um2 = 0
lay_top_cells = "dlygate4sd2_1, mux2_4, buf_6"
layout_top_cell = "dlygate4sd2_1"
syn2layout_area_growth_pct = 219

[floorplanning]
dieArea_mm2 = 0.00640
coreArea_mm2 = 0.00342
chipWidth_um = 80
ios = 49
fp_util_pct = 7.29
rows = 21
die_y_um = 80

[setup_path]
crit_path_frequent_cell = "buf_12"
slowest_stage = "mux2_4"
cp_data_required_time_ns = 0.80
crit_path_end_kind = "output pin"
cp-start-kind = "input port"
critPathMaxStageDelay_ns = 0.30
crit_fanout = 8
worstPathCellList = "buf_12 > buf_12 > mux2_4 > buf_6"
cp_data_arrival_time_ns = 0.86
critPathTopFamily = "buffers and inverters"
worst-path-buf-inv = 3
setup.worst_path.class = "in2out"

[hold_path]
min_path_type = "in2out"

[run_status]
failed_checks = "setup timing"
outcome = "finished with violations"

[placed_design]
place_hpwl_mm = 1.22
port_buffers = 49
dp_slack_ns = -0.853
dp_cells = 112
routabilityCongestion = 0.815

[cts]
cts_setup_buffers = 0

[flow_run]
warning_count = 34
drv_cap = 0
[path summary, 6_finish.rpt]
kind | startpoint | to | slack, ns | depth (start not counted)
worst max-delay path | select | out[14] | -0.06 | 4
worst min-delay path | input0[5] | out[5] | 0.79 | 3
[synthesized netlist by cell type]
library cell and n:
mux2_4 10, mux2_2 6, buf_6 1, buf_12 1
[power by group]
group	switching, mW	internal (mW)	leakage [nW]
sequential	0	0	0
combinational	0.0674	0.234	0.417
clock	0	0	0
[kinds of logic (layout without fill, tap and decap cells)]
group	count (synthesis)	count (layout)	share of synthesized area [%]
buffers and inverters	2	51	12.6
multiplexers	16	16	87.4
[routing by layer]
metal / up-vias / wire [um]
met1: 143 / 738
met3: 0 / 329
li1: 167 / -
met4: 0 / 0
met2: 49 / 337
met5: - / 0
[per-stage QoR]
stage	power (mW)	utilization [%]	cell area, um2
floorplan	0.0893	-	249
global placement	0.319	23.0	786
detailed placement	0.319	23.0	786
CTS	0.286	22.3	763
global route	0.326	23.3	795
finish	0.301	23.3	795
[cell type report]
class | count | area [um2] | share of cell area (%)
multi-input combinational | 16 | 240 | 30.2
tap | 46 | 57.6 | 7.24
timing repair buffer | 51 | 497 | 62.5
[what timing repair did]
action,CTS,global route
resized,102,5
hold buffers,0,0
gates cloned,1,0
hold endpoints to repair,0,0
endpoints found under the setup margin,16,16
Power figures rest on the tool's default switching activity, not on a simulated workload.
